### flow/run.sh
#!/bin/bash
# OpenROAD 26Q1-2900-gdf79404cd8, Yosys 0.63+post, stock flow scripts
make -C /OpenROAD-flow-scripts/flow DESIGN_CONFIG=/design/flow/config.mk WORK_HOME=/design/flow/orfs finish
### flow/config.mk
export PLATFORM = sky130hd
export DESIGN_NAME = spi_master
export DESIGN_NICKNAME = spi_master
export VERILOG_FILES = /design/flow/design.v
export SDC_FILE = /design/flow/constraint.sdc
export NUM_CORES = 4
export LEC_CHECK = 1
export CORE_UTILIZATION = 40
### flow/constraint.sdc
current_design spi_master

set clk_period 3.4
set clk_io_pct 0.2

create_clock -name clk0 -period $clk_period [get_ports {clk}]

set non_clock_inputs [all_inputs -no_clocks]
set_input_delay [expr $clk_period * $clk_io_pct] -clock clk0 $non_clock_inputs
set_output_delay [expr $clk_period * $clk_io_pct] -clock clk0 [all_outputs]
### flow/design.v
module spi_master #(
	parameter DATA_WIDTH = 8,
	parameter FIFO_DEPTH = 16,
	parameter ADDR_WIDTH = 4
)(
	input wire clk,  
	input wire rst_n,  
	input wire start,   
	output reg busy,   
	output reg sclk,
	output reg mosi,
	output reg cs_n,
	input wire fifo_wr_en,
	input wire [DATA_WIDTH-1:0] fifo_wr_data,
	output wire fifo_empty,
	output wire fifo_full
);
	reg [2:0] state;
	reg [2:0] next_state;
	localparam IDLE = 3'd0;
	localparam LOAD = 3'd1;
	localparam TRANS = 3'd2;
	localparam DONE = 3'd3;
	reg [2:0] bit_cnt;
	reg [DATA_WIDTH-1:0] shift_reg;
	reg fifo_rd_en;
	wire [DATA_WIDTH-1:0] fifo_rd_data;
	tx_fifo #(
		.DATA_WIDTH(DATA_WIDTH),
		.FIFO_DEPTH(FIFO_DEPTH),
		.ADDR_WIDTH(ADDR_WIDTH)		
	) tx_fifo_inst(
		.clk(clk),
		.rst_n(rst_n),
		.write_en(fifo_wr_en),
		.write_data(fifo_wr_data),
		.read_en(fifo_rd_en),
		.read_data(fifo_rd_data),
		.empty(fifo_empty),
		.full(fifo_full)
	);
	always @(posedge clk or negedge rst_n) begin
		if (!rst_n)
			state <= IDLE;
		else
			state <= next_state;
	end
	always @(*) begin
		case (state)
			IDLE: next_state = (!fifo_empty && start)? LOAD : IDLE;
			LOAD: next_state = TRANS;
			TRANS: next_state = (bit_cnt == 7)? DONE : TRANS;
			DONE: next_state = (!fifo_empty)? LOAD : IDLE;
			default: next_state = IDLE;
		endcase
	end
	always @(posedge clk or negedge rst_n) begin
		if (!rst_n) begin
			cs_n <= 1'b1;
			sclk <= 1'b0;
			bit_cnt <= 3'd0;
			mosi <= 1'b0;
			shift_reg <= 8'd0;
			fifo_rd_en <= 1'b0;
			busy <= 1'b0;
		end else begin
			fifo_rd_en <= 1'b0;   
			case (state)
				IDLE: begin
					busy <= 1'b0;
					cs_n <= 1'b1;
					sclk <= 1'b0;
				end
				LOAD: begin
				   fifo_rd_en <= 1'b1;
				   shift_reg <= fifo_rd_data;
				   bit_cnt <= 3'd0;
				   busy <= 1'b1;
				   cs_n <= 1'b0;
				end
				TRANS: begin
					mosi <= shift_reg [7];
					sclk <= ~sclk;
					if (sclk) begin
						shift_reg <= {shift_reg[6:0], 1'b0};   
						bit_cnt <= bit_cnt + 1;
					end
				end
				DONE: begin
					cs_n <= 1'b1;
					busy <= 1'b0;
				end
			endcase
		end
	end
endmodule
module tx_fifo #(
	parameter DATA_WIDTH = 8,
	parameter FIFO_DEPTH = 16,
	parameter ADDR_WIDTH = 4    
)(
	input clk,
	input rst_n,
	input write_en,
	input [DATA_WIDTH-1:0] write_data,
	input read_en,
	output [DATA_WIDTH-1:0] read_data,
	output empty,
	output full
);
	reg [DATA_WIDTH-1:0] fifo_mem [0:FIFO_DEPTH-1];
	reg [ADDR_WIDTH-1:0] wr_ptr;
	reg [ADDR_WIDTH-1:0] rd_ptr;
	reg [ADDR_WIDTH:0] fifo_count;
	always @(posedge clk or negedge rst_n) begin
		if(!rst_n) begin
			wr_ptr <= 0;
	   end else if (write_en && !full) begin
			fifo_mem[wr_ptr] <= write_data;
			wr_ptr <= wr_ptr + 1;
		end
	end
	always @(posedge clk or negedge rst_n) begin
		if (!rst_n) begin
			rd_ptr <= 0;
		end else if (read_en && !empty) begin
			rd_ptr <= rd_ptr + 1;
		end
	end
	always @(posedge clk or negedge rst_n) begin
		if (!rst_n) begin
			fifo_count <= 0;
				fifo_count <= 0;
		end else begin
			case({write_en && !full, read_en && !empty})
				2'b10: fifo_count <= fifo_count + 1;
				2'b01: fifo_count <= fifo_count - 1;
				default: fifo_count <= fifo_count;
			endcase
		end
	end
	assign read_data = fifo_mem[rd_ptr];
	assign empty = (fifo_count == 0);
	assign full = (fifo_count == FIFO_DEPTH);
endmodule
==> results.txt <==
Implementation results. The run finished with clean final reports. The core region is 16600 um^2. Synthesis inferred between 150 and 200 register bits.

In the synthesized netlist, the dominant kind of combinational cell is AND-OR/OR-AND gates. Number of global-route vias before repair landed at about 4.3k. Largest buffer count on any clock path landed at 2. Measured in cells, the most critical reg-to-reg path has a length of 10. Looking at area per cell type in the netlist, the leader is sky130_fd_sc_hd__edfxtp_1.

Per the TritonCTS log, the buffer count is 17. Per the detail_route report, vias per standard cell equal 5.61. Die boundary height landed at 133 um. Entering global routing, the biggest net connects 35 pins. Summed over all layers, the routed wires come to between 15 and 20 mm. The worst setup path is launched from a flop.

In the final routing, the length of wire on met1 measures ~6.2 mm. Max-cap check violation count landed at 0. The leakage component of the power was reported as roughly 2.8 nW. For this block, the via count after detailed routing is about 4.1k. The synth_stat.txt file lists the number of cells as 474.

The synthesized design contains ~130 enable-type register cells. Maximum level of the CTS H-tree landed at 4. Summing all placed instances gives a cell area of between 7000 and 8000 um^2. Total routing usage reported by global routing landed at 0.199.

Number of clock sinks seen by CTS landed at roughly 160. Flip-flop count of the largest register, all copies and words added landed at 128. In the placement report, post-DP HPWL is listed as 9.73 mm.

Of the post-synthesis cell area, the part taken by muxes is 0.0540. Mean routed wirelength per cell landed at 20.7 um. Shortest period the worst path allows landed at ~3 ns.

Clock tree synthesis selected as its root buffer the cell sky130_fd_sc_hd__clkbuf_16. The max-slew check reports its worst relative slack as 0.454. STA classifies the critical path endpoint as a flop. The end-of-flow timing check tallies setup violations at 0.

The first global-routing pass estimated 24.3 mm of wire. The detailed router used layers up to and including met4. In the synthesis report, Yosys lists the chip area as slightly below 7000 um^2. Share of synthesized cell area in full adder, half adder and majority cells landed at 0.0238. Number of nets with antenna violations after detailed routing landed at 0. The registers of the reported paths see a clock transition of around 0.060 ns. Count of inserted antenna diode cells landed at 0. After layout, the setup clock skew is reported as ~0.0075 ns. Sequential share of the synthesized area landed at 0.684. The tool warning count for the run is 32.

Count of warnings emitted by yosys landed at 3. Detailed-route iteration 0 reported a violation count of 361. RePlAce ended its routability-driven mode at a weighted congestion of roughly 0.9. For reference, the final report shows the max-slew violation count at 0. Largest vdd supply drop landed at approximately 0.43 mV. Synthesized area divided by synthesized cell count landed at ~14 um^2. Remaining global-route overflow landed at 0. Final critical-path share of the clock period landed at 0.881. Complex-gate fraction of the synthesized area landed at 0.124.

Of the cells placed in the final design, the portion with a size suffix greater than 1 is 0.150. STA puts the critical path data arrival time at 3.31 ns. TritonCTS built the clock tree. The main area contributors are sky130_fd_sc_hd__edfxtp_1, sky130_fd_sc_hd__dfrtp_1, sky130_fd_sc_hd__mux2i_1, sky130_fd_sc_hd__a22oi_1, sky130_fd_sc_hd__ha_1.

Per the cell usage report, the commonest logic cells after layout are sky130_fd_sc_hd__edfxtp_1, sky130_fd_sc_hd__dfrtp_1, sky130_fd_sc_hd__buf_4. Wire length on met3 landed at between 1.5 and 2 mm. Highest fanout seen on the critical path landed at 9.

Hold violation count in the final report landed at 0. Initial antenna violation count landed at 0. Die area landed at 17600 um^2. Count of input and output buffers landed at 17. The cell-mix breakdown from Yosys lists the simple-gate area share as 0.0722.

Setup repair after global routing left no endpoint under its margin. The most critical min-delay path falls under primary input to async pin. The launch point of the worst register-to-register path is recorded as tx_fifo_inst.fifo_count[2]. Required arrival time at the worst endpoint landed at around 3.7 ns. Per the synth stats, the proportion of register bits with asynchronous set or reset is 0.205. The flow reported a cell area power density of roughly 800 nW/um^2.

Highest clock frequency the design can meet landed at about 330 MHz. Count of standard-cell rows landed at 47. Quantity of gates resized following cts landed at 0. By startpoint and endpoint, the worst setup path is classified as flop to flop.

Portion of synthesized cell area occupied by the leading cell type landed at 0.563. Remaining routing DRC violations landed at 0. After clock tree synthesis, the flow added hold-fix buffers numbering 0.

Across all register-to-register paths, the minimum setup slack is 0.41 ns. Once the clock tree was built, the setup fixing pass inserted 0 buffers. Of the total synthesized cell area, the portion taken by XOR and XNOR cells is 0.0154.

Routed length on met2 landed at approximately 7.1 mm. Looking at the cell usage after synthesis, the top flip-flop cell is sky130_fd_sc_hd__edfxtp_1. The cell count after synthesis came out at between 400 and 500. The first TritonRoute pass finished after 4 iterations. Effective utilization at floorplan landed at 0.410.

Before any placement, the netlist area is recorded as between 6000 and 7000 um^2. The clock reaches the later pin of the worst-skew pair after 0.42 ns. Adding up every negative setup slack in the final design gives 0 ns. By instance count after routing, the leading logic cell type is sky130_fd_sc_hd__edfxtp_1. The worst register-to-register path ends at tx_fifo_inst.fifo_count[4]. Area growth from synthesis to final layout landed at 17.3%. Number of library cell types mapped by synthesis landed at 60. Pin placement for this block handled 18 I/O pins. At the pin with the least slew margin, the transition time is slightly above 0.8 ns.

In this run the horizontal extent of the chip is approximately 130 um. The finished cells cover ~8000 um^2.
[layer usage]
metal  vias up  global-route usage
met4         0              0.0249
met1      2019               0.279
met5         -                   0
met2       203               0.287
met3        13               0.123
li1       1912                   -
[Yosys cell counts (6+ instances only)]
library cell	number
sky130_fd_sc_hd__clkbuf_1	14
sky130_fd_sc_hd__inv_1	12
sky130_fd_sc_hd__mux2_2	11
sky130_fd_sc_hd__ha_1	13
sky130_fd_sc_hd__a22o_1	6
sky130_fd_sc_hd__o22ai_1	15
sky130_fd_sc_hd__edfxtp_1	128
sky130_fd_sc_hd__nand2_1	18
sky130_fd_sc_hd__a22oi_1	22
sky130_fd_sc_hd__xnor2_1	7
sky130_fd_sc_hd__buf_2	11
sky130_fd_sc_hd__nor4_1	7
sky130_fd_sc_hd__o21ai_0	11
sky130_fd_sc_hd__nor2_1	24
sky130_fd_sc_hd__mux2i_1	20
sky130_fd_sc_hd__dfrtp_1	31
sky130_fd_sc_hd__nand3_1	6
sky130_fd_sc_hd__nor3_1	7
sky130_fd_sc_hd__a21oi_1	19
sky130_fd_sc_hd__nand2b_1	8
[kinds of logic (layout without fill, tap and decap cells)]
group | count (synthesis) | after routing
DFF | 161 | 161
AOI/OAI and AO/OA | 118 | 118
and+or+nand+nor | 94 | 94
buffers and inverters | 43 | 88
muxes | 33 | 33
adders and majority gates | 13 | 13
xor gates and xnor gates | 12 | 12
[metrics by stage]
step           setup slack, ns  total power [W]  instances   util  hold slack [ns]
2_1_floorplan            0.639          0.00365        474      -            0.384
4_1_cts                  0.453          0.00631        739  0.481            0.386
3_5_place_dp             0.439          0.00416        709  0.442            0.476
6_report                 0.406          0.00627        739  0.481            0.381
3_3_place_gp             0.483          0.00413        709  0.442            0.459
5_1_grt                  0.110          0.00661        739  0.481            0.432
[worst max-delay path, cell delays in order, from the launching register on]
cell                        delay, ns
sky130_fd_sc_hd__dfrtp_1         0.49
sky130_fd_sc_hd__nor4_1          0.09
sky130_fd_sc_hd__buf_4           0.16
sky130_fd_sc_hd__a21boi_1        0.48
sky130_fd_sc_hd__ha_1            0.46
sky130_fd_sc_hd__xor2_1          0.19
sky130_fd_sc_hd__ha_1            0.24
sky130_fd_sc_hd__a21o_1          0.14
sky130_fd_sc_hd__a22oi_1         0.09
sky130_fd_sc_hd__o211a_1         0.24
sky130_fd_sc_hd__a2111oi_2       0.31
[how the worst max path moves through the flow]
stage | startpoint | end | slack [ns]
finish | tx_fifo_inst.fifo_count[2] | tx_fifo_inst.fifo_count[4] | 0.41
global route | tx_fifo_inst.fifo_count[2] | tx_fifo_inst.fifo_count[4] | 0.11
CTS | tx_fifo_inst.fifo_count[2] | tx_fifo_inst.fifo_count[4] | 0.45
[where the power goes]
| group | total [W] | switching (W) | internal (W) | leakage (nW) |
|---|---|---|---|---|
| clock network | 0.00213 | 0.000749 | 0.00138 | 0.323 |
| registers | 0.00261 | 0.000247 | 0.00236 | 1.57 |
| logic | 0.00153 | 0.000873 | 0.000658 | 0.893 |
| total | 0.00627 | 0.00187 | 0.00440 | 2.79 |
[cell type report]
class | count | area (um^2)
Clock buffer | 18 | 429
Clock inverter | 12 | 231
Fill cell | 1362 | 8630
Inverter | 12 | 45.0
Multi-Input combinational cell | 270 | 1980
Sequential cell | 161 | 4670
Tap cell | 220 | 275
Timing Repair Buffer | 46 | 383
Power is estimated from default activity; no workload was simulated.
